===== flow/constraint.sdc =====
current_design thirtyTwoBitAdder

set clk_period 25.0
set clk_io_pct 0.2

create_clock -name clk0 -period $clk_period

set non_clock_inputs [all_inputs -no_clocks]
set_input_delay [expr $clk_period * $clk_io_pct] -clock clk0 $non_clock_inputs
set_output_delay [expr $clk_period * $clk_io_pct] -clock clk0 [all_outputs]

===== flow/run.sh =====
#!/bin/bash
# OpenROAD 26Q1-2900-gdf79404cd8, Yosys 0.63+post, stock flow scripts
make -C /OpenROAD-flow-scripts/flow DESIGN_CONFIG=/design/flow/config.mk WORK_HOME=/design/flow/orfs finish

===== flow/design.v =====
module fulladder (
  input wire ci, xi, yi,
  output wire so, co
);
  and(a1, xi, yi);
  xor(a2, xi, yi);
  and(b1, a2, ci);
  xor(so, a2, ci);
  or(co, a1, b1);
endmodule
module eightBitAdder (
  input wire[7:0] x, y,
  input wire ci,
  output wire[7:0] s,
  output wire co
);
  wire c[6:0];
  fulladder f0(ci, x[0], y[0], s[0], c[0]);
  fulladder f1(c[0], x[1], y[1], s[1], c[1]);
  fulladder f2(c[1], x[2], y[2], s[2], c[2]);
  fulladder f3(c[2], x[3], y[3], s[3], c[3]);
  fulladder f4(c[3], x[4], y[4], s[4], c[4]);
  fulladder f5(c[4], x[5], y[5], s[5], c[5]);
  fulladder f6(c[5], x[6], y[6], s[6], c[6]);
  fulladder f7(c[6], x[7], y[7], s[7], co);
endmodule
module thirtyTwoBitAdder (
  input wire[31:0] x, y,
  input wire ci,
  output wire[31:0] s,
  output wire co
);
  wire c[2:0];
  eightBitAdder f0(x[7:0], y[7:0], ci, s[7:0], c[0]);
  eightBitAdder f1(x[15:8], y[15:8], c[0], s[15:8], c[1]);
  eightBitAdder f2(x[23:16], y[23:16], c[1], s[23:16], c[2]);
  eightBitAdder f3(x[31:24], y[31:24], c[2], s[31:24], co);
endmodule

===== flow/config.mk =====
export PLATFORM = sky130hd
export DESIGN_NAME = thirtyTwoBitAdder
export DESIGN_NICKNAME = thirtyTwoBitAdder
export VERILOG_FILES = /design/flow/design.v
export SDC_FILE = /design/flow/constraint.sdc
export NUM_CORES = 4
export LEC_CHECK = 1
export CORE_AREA = 10 10 92 92
export DIE_AREA = 0 0 102 102

==> out/qor.txt <==
Diode count = 0
Largest type area fraction = 69.75%
GRT Util Overall = 5.596%
Critical path type = input pin to output pin
Unique masters post-synth = 3
Placed cell areas = 1755 µm²
Worst IR Drop VDD = 7.939 µV
Largest net degree at the start of global routing = 2
Slew at the pin closest to its max-slew limit = 0.1204 ns
Die area = 10400 µm²
Core Util at FP = 14.22%
# hold bufs at CTS = 0
Cell type with the largest total area = fa_1
Switch share = 25.88%
GPL Wtd Cong = 0.7547
Crit path top cell by count = fa_1
Mean routed wirelength per cell = 13.53 µm
Global-route wire length before repair = 4567 µm
YS chip area = 918.4 µm²
Hold Vio Cnt, Final = 0
Syn_area_per_cell = 12.41 µm²
RSZ-0062 raised after global routing = false
Status = complete, no violations
Vias in the first global route = 927
Area of the mapped netlist = 918.4 µm²
Placed cell count = 217
Via density per instance = 3.300
Gate power share = 100.0%
CP max FO = 1
Tmin final = 23.49 ns
P_sw = 11.07 µW
Fin Hold WS = 11.06 ns
Post-cts sizing count = 0
Worst setup EP type = output pin
Final setup fails = 0
Power, Total = 42.76 µW
Total number of vias = 716
Clock Power Share = 0%
Largest stage delay, worst path = 0.47 ns
1st-iter DRT viols = 3
Post-CTS setup buffers = 0
Critical Path AT = 18.49 ns
Congestion Overflow GR = 0
Crit. Startpoint = y[0]
Sequential area share after synthesis = 0%
Share of layout cells above drive strength 1 = 0%
Final Cell Area = 1755 µm²
Half-perimeter wire length after placement = 2945 µm
LEAKAGE = 0.0006703 µW
Hold Path Origin = ci
Startpoint types = input pin
CP max-delay cell = clkdlybuf4s50_1
Worst path required time = 20.00 ns
Tcrit/Tclk final = 93.96%
Fmax = 0.04257 GHz
Seq. cell area = 0 µm²
Max-slew violation count = 0
Die width = 102 µm
Synth warn = 5
PD cells = 24.36 nW/µm²
Flip-flops = 0
Hold Path Class = input pin to output pin
Final Non-Filler Cells = 217
DRC = 0
Flop pwr share = 0%
Core Area = 6459 µm²
Vert. Die Dim = 102 µm
Top post-synthesis cells by area = fa_1 (70%), buf_4 (26%), inv_1 (4.1%)
Port bufs = 98
I/O Pins = 98
Number of max-cap violations = 0
Slew HR = 91.95%
Initial antenna violation count = 0
Total negative slack = 0 ns
Row count = 29
WHS Endpoint = s[0]
Yosys cell count = 74
Cell-internal power = 31.69 µW
Log Warnings = 32
Final WL = 2935 µm
Min-Delay Path Depth = 5
Clk_buf instances = 0
Length of the first detailed-routing pass in iterations = 2
Post-Syn Instances = 74
DRT antenna net count = 0
Layout area overhead = 91.14%
worst max-delay path: cells and delay by family:
family	cells	cell delay, ns
fa+ha+maj	32	12.37
buf+inv	6	1.12
layout by cell type (no fill, tap or decap):
cell type        netlist  final
fa_1                  32     32
clkdlybuf4s50_1        0     98
inv_1                 10     10
power groups by stage:
| stage | Clock (µW) | Sequential, µW | Combinational, µW |
|---|---|---|---|
| finish | 0 | 0 | 42.8 |
| global route | 0 | 0 | 48.6 |
| CTS | 0 | 0 | 44.5 |
how the worst max path moves through the flow:
stage / endpoint / cells after the start / slack, ns
after CTS: s[31] / 38 / 1.41
after global routing: s[31] / 38 / 0.97
final: s[31] / 38 / 1.51
per-layer routing:
metal	GRT usage [%]	wire (µm)	vias up
met5	0	0	-
met4	0	0	0
met3	6.885	1015	0
met2	8.099	1037	86
met1	5.320	883	318
li1	-	-	312
cells in the mapped netlist, drive strengths merged:
master / number
fa: 32
inv: 10
buf: 32
metrics by stage:
stage / util [%] / worst slack [ns]
final: 27.18 / 1.510
after global routing: 27.18 / 0.9685
after CTS: 27.18 / 1.412
after detailed placement: 27.18 / 1.452
after global placement: 27.18 / 1.437
after floorplan: - / 2.790
layout make-up:
type / count / area (µm²)
multi-input combinational: 32 / 640.6
inverter: 10 / 37.54
tap: 77 / 96.34
timing repair buffer: 98 / 980.9
fill: 676 / 4703
logic make-up after synthesis:
group	synth area share [%]
fa+ha+maj	69.75
buf+inv	30.25
Power figures rest on the tool's default switching activity, not on a simulated workload.
