### flow/config.mk
export PLATFORM = sky130hd
export DESIGN_NAME = fourBitComparator
export DESIGN_NICKNAME = fourBitComparator
export VERILOG_FILES = /design/flow/design.v
export SDC_FILE = /design/flow/constraint.sdc
export NUM_CORES = 4
export LEC_CHECK = 1
export CORE_AREA = 10 10 70 70
export DIE_AREA = 0 0 80 80
### flow/constraint.sdc
current_design fourBitComparator

set clk_period 1.4
set clk_io_pct 0.2

create_clock -name clk0 -period $clk_period

set non_clock_inputs [all_inputs -no_clocks]
set_input_delay [expr $clk_period * $clk_io_pct] -clock clk0 $non_clock_inputs
set_output_delay [expr $clk_period * $clk_io_pct] -clock clk0 [all_outputs]
### flow/design.v
module oneBitComparator (
  input wire eq_in,
  input wire gt_in,
  input wire lt_in,
  input wire a,
  input wire b,
  output wire eq,
  output wire gt,
  output wire lt
);
  assign eq = eq_in & (a == b);
  assign gt = gt_in || (a > b && eq_in);
  assign lt = lt_in || (a < b && eq_in);
endmodule
module fourBitComparator (
  input wire[3:0] a,
  input wire[3:0] b,
  output wire equal,
  output wire greaterThan,
  output wire lessThan
);
  wire eq_3, gt_3, lt_3;
  wire eq_2, gt_2, lt_2;
  wire eq_1, gt_1, lt_1;
  oneBitComparator f3(1'b1, 1'b0, 1'b0, a[3], b[3], eq_3, gt_3, lt_3);
  oneBitComparator f2(eq_3, gt_3, lt_3, a[2], b[2], eq_2, gt_2, lt_2);
  oneBitComparator f1(eq_2, gt_2, lt_2, a[1], b[1], eq_1, gt_1, lt_1);
  oneBitComparator f0(eq_1, gt_1, lt_1, a[0], b[0], equal, greaterThan, lessThan);
endmodule
### flow/run.sh
#!/bin/bash
# OpenROAD 26Q1-2900-gdf79404cd8, Yosys 0.63+post, stock flow scripts
make -C /OpenROAD-flow-scripts/flow DESIGN_CONFIG=/design/flow/config.mk WORK_HOME=/design/flow/orfs finish
==> notes.org <==
* Flow results

** Run status
- The run finished, with violations left.
- Violated checks :: setup timing

** Setup path
- The arrival time of data at the worst endpoint is listed as 1120 ps.
- The critical path in this run is classified as in2out.
- Crit path DRT :: about 1100 ps
- Cell repeated most along the worst path :: buf_6
- The worst setup path is launched from an input port.
- Maximum fanout along the worst path :: 4
- In this design, the stage delay of the slowest critical-path cell is 210 ps.
- The worst setup path is captured at an output pin.
- Among all stages on the critical path, the largest delay is contributed by or2_1.
- Worst path cell trace :: buf_6, inv_4, ha_4, buf_6, or2_1, o211ai_2, buf_2

** Final layout
- The final layout report lists a clock buffer count of 0.
- Fraction of final layout cells with drive strength greater than 1 :: 59.5%
- Filler Cells Inserted :: about 400
- Area of all sequential standard cells :: 0 sq um
- The area growth from synthesis to layout is 120%.
- The layout report lists the multi-input gate area as 194 sq um.
- The design has 0 sequential cells.

** Global routing
- The first global-routing pass estimated 917 um of wire.
- The number of global-route vias before repair came to 205.
- The number of antenna violations at the first check in global routing is 0.
- Total global-route track usage over all layers is 1.78%.
- Entering global routing, the biggest net connects 5 pins.
- Global-route congestion overflow total :: 0

** Route
- Wires add up to 582 um.
- The highest layer touched by signal routing is met3.
- Once iteration 0 of detailed routing completed, the report listed 3 DRC markers.
- Wire length on met1 :: 266 um
- Antenna diodes :: 0
- Post-detailed-route DRC marker count :: 0
- The iteration count recorded for the first detailed-route pass is 2.
- Residual antenna-violating net count after detailed routing :: 0
- Met3 routed wirelength :: 66 um
- Per the detail_route report, the via count comes to 195.
- Detail Route met2 WL :: 248 um
- The routed design shows a wire length per standard cell of 7.01 um.
- The routed design shows a via density per instance of 2.35.

** Synth
- By area the synthesized netlist is led by ha_1 49%, inv_1 15%, o211ai_2 7.0%.
- Per the synthesis report, the simple-gate share of the synthesized area is 14.8%.
- For reference, the top cells by count after synthesis are 7 x ha_1, 7 x inv_1, 2 x a21oi_1.
- Netlist area before placement :: 178 sq um
- Fraction of the mapped netlist area in adder cells :: 49.3%
- Post-synthesis cell type with the largest combined area :: ha_1
- Yosys aoi share :: 15.5%
- Post-synthesis instance total :: 23
- After synthesis, the design contains 23 cells according to Yosys.
- Multiplexer share of the synthesized area :: 5.63%
- The share of the Yosys chip area taken by registers is 0%.
- The synthesis log from Yosys contains 0 warnings.
- The synthesized netlist contains 10 unique library cells.
- In this run the mean area of a mapped cell was 7.72 sq um.
- Portion of synthesized cell area occupied by the leading cell type :: 49.3%
- XOR/XNOR share of the synthesized area :: 0%
- Grouping non-sequential cells by family puts the most area in adder cells.
- Area figure in the yosys stat output :: 178 sq um

** Floorplanning
- The floorplan step set the die width to 80 um.
- Number of standard-cell rows in the floorplan :: 21
- The core region is 3420 sq um.
- The die is 80 um tall.
- Number of top-level design ports :: 11
- The chip occupies 6400 sq um.
- Before placement the cells fill 5.20% of the core.

** Pwr
- Pwr Total :: about 0.10 mW
- Power Dens Cells :: between 200 and 300 nW/um^2
- Worst supply voltage drop on vdd :: 0.0000331 V
- Leakage :: 0.182 nW

** Final timing
- For the finished layout, the period the worst path requires is 1400 ps.
- Highest achievable clock rate :: 0.714 GHz
- Summed over all failing endpoints, the final setup total negative slack is -0.855 ps.
- Pins over their slew limit in the final report were tallied at 0.
- Setup WS post-layout :: -0.855 ps
- Transition at the pin with the smallest max-transition slack :: between 100 and 150 ps
- Checking max transition, the worst relative margin is between 90% and 100%.
- Unrepaired setup endpoints after global routing :: yes
- After layout, the worst path uses 100% of the clock period.
- Final setup viols :: 1
- Count of endpoints failing hold in the final timing report :: 0

** Placed design
- DP HPWL :: 521 um
- DP Worst Slack :: -808 ps
- Final RePlAce weighted congestion :: 0.637
- # port buffers :: 11

** Job
- Max-cap violations in this run came to 0.
- Across all stage logs, warnings added up to 37.

** Worst hold path
- Class of the worst hold path :: in2out

** CTS
- The post-CTS hold buffer count recorded in the log is 0.
==> worst paths after layout <==
kind              slack (ps)  from  cells past startpoint     endpoint
setup / recovery        -0.9  b[3]                      7     lessThan
hold / removal           980  a[3]                      5  greaterThan
==> power by group <==
part           switching [mW]  leakage [nW]  total [mW]  internal [mW]
clock                       0             0           0              0
combinational          0.0406         0.182      0.0999         0.0593
sequential                  0             0           0              0
total                  0.0406         0.182      0.0999         0.0593
==> routing by layer <==
layer	vias up	global-route usage, %
met5	-	0
met4	0	0
met3	0	0.909
met2	6	2.89
met1	85	2.18
li1	104	-
==> through the flow <==
stage | cells | hold slack [ps] | instance area (sq um) | utilization [%]
final | 83 | 980 | 390 | 11.4
after global routing | 83 | 1020 | 390 | 11.4
after CTS | 83 | 985 | 397 | 11.6
after detailed placement | 82 | 1760 | 360 | 10.5
after global placement | 82 | 1750 | 360 | 10.5
after floorplan | 23 | 769 | 178 | -
==> cell type report <==
class | count | share of cell area (%)
inverters | 7 | 7.37
well taps | 46 | 14.7
repair buffers | 14 | 28.2
multi-input cells | 16 | 49.7
==> repair_timing <==
action,in CTS,in global routing
pin swaps,5,0
setup buffers,1,0
setup endpoints to repair,3,2
resized,46,1
==> worst max-delay path: cells and delay by family <==
| family | cells | cell delay, ps |
|---|---|---|
| AND/OR/NAND/NOR | 1 | 210 |
| buffers and inverters | 4 | 380 |
| AND-OR/OR-AND | 1 | 60 |
| adder cells (fa/ha/maj) | 1 | 190 |
==> cell usage in the layout (no fill, tap or decap) <==
cell type / count
o21ai_1: 1
or2_1: 1
ha_4: 3
buf_4: 2
ha_1: 4
buf_6: 3
a21oi_2: 1
inv_2: 2
inv_1: 4
nand2_2: 1
inv_4: 1
buf_2: 6
o211ai_2: 1
a21oi_1: 1
mux2i_1: 1
nand2_1: 1
and4_4: 1
clkdlybuf4s15_1: 2
clkdlybuf4s15_2: 1
==> logic make-up after synthesis <==
family | after synthesis
buf+inv | 7
compound gates | 4
simple gates | 4
mux | 1
fa+ha+maj | 7
Power and IR drop assume default switching activity.
